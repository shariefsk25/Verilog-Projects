### ./config.mk
export PLATFORM = sky130hd
export DESIGN_NAME = tlc
export DESIGN_NICKNAME = tlc
export VERILOG_FILES = /design/flow/design.v
export SDC_FILE = /design/flow/constraint.sdc
export NUM_CORES = 4
export LEC_CHECK = 1
export CORE_AREA = 10 10 70 70
export DIE_AREA = 0 0 80 80
### ./constraint.sdc
current_design tlc

set clk_period 1.6
set clk_io_pct 0.2

create_clock -name clk0 -period $clk_period [get_ports {clk}]

set non_clock_inputs [all_inputs -no_clocks]
set_input_delay [expr $clk_period * $clk_io_pct] -clock clk0 $non_clock_inputs
set_output_delay [expr $clk_period * $clk_io_pct] -clock clk0 [all_outputs]
### ./design.v
module tlc(clk,rst,state,cnt);
parameter RED=2'b00;
parameter YEL=2'b01;
parameter GRN=2'b10;
input clk,rst;
output reg [1:0]state;
output reg [3:0]cnt=0;
always@(posedge clk) 
begin
	if(rst) 
              begin
		state <=RED;
              end
	else 
                  begin
		if(state==RED) 
                     begin
			cnt  <=cnt+1;
			if(cnt==5) 
                              begin
			state <= GRN; 
			      end
		      end
		if(state==GRN) 
                      begin
			cnt <=cnt+1;
			if(cnt==10) 
                               begin
				state <= YEL;
			        end
		      end
		if(state==YEL) 
                      begin
			cnt <=cnt+1;
			if(cnt==15) 
                                begin
				state <= RED;
			         end
		       end
	            end
end
endmodule
### ./run.sh
#!/bin/bash
# OpenROAD 26Q1-2900-gdf79404cd8, Yosys 0.63+post, stock flow scripts
make -C /OpenROAD-flow-scripts/flow DESIGN_CONFIG=/design/flow/config.mk WORK_HOME=/design/flow/orfs finish
==> flow_metrics.py <==
# Auto-generated metrics
metrics = {
    "outcome": {
        "status": "finished, final reports clean",
    },
    "final_timing": {
        "setup_repair_after_global_routing_missed_its_margin": "no",
        "worst_hold_check_slack_ps": 538,
        "slew_headroom_pct": 75.8,
        "setup_violations": 0,
        "slew_at_the_pin_closest_to_its_max_slew_limit_ps": 364,
        "finalMaxSlewViolations": 0,
        "layout_worst_path_cycle_share_pct": 95.6,
        "max_freq_mhz": 654,
        "hold_viol": 0,
        "timing.setup.tns_ps": 0,
        "finalCriticalPeriod_ps": 1530,
        "setup_skew_ps": 3.59,
    },
    "power_and_ir_drop": {
        "seqPwrFrac_pct": 48.0,
        "static_power_due_to_leakage_uw": 0.000176,
        "p_per_area_nw_per_um2": 861,
        "power.internal_uw": 320,
        "power.share.combinational_pct": 15.8,
        "maximum_vdd_ir_drop_mv": 0.120,
        "relative_contribution_of_the_clock_network_to_total_power_pct": 36.3,
        "power.switching_fraction_pct": 22.5,
        "post-layout-total-power_uw": 412,
        "netSwitchingPower_uw": 92.7,
    },
    "placed_design": {
        "gpl.final_weighted_congestion": 0.696,
        "detailed_place_hpwl_um": 552,
        "placement.io_buffers": 7,
    },
    "global_routing": {
        "gr_overflow_total": 0,
        "met1_track_demand_over_resource_in_global_routing_pct": 2.03,
        "antenna_found_initial": 0,
        "grt.met3_usage_pct": 1.48,
        "grt_max_degree": 8,
        "grtUsageMet2_pct": 3.37,
        "first_global_vias": 219,
        "grt.total_usage_pct": 2.10,
        "grt_busiest_layer": "met2",
        "grt_pass1_wl_mm": 1.00,
    },
    "worst_setup_path": {
        "critPathCaptureType": "output port",
        "setup.reg_to_reg.worst_slack_ps": 360,
        "cp_slowest_stage_delay_ps": 520,
        "worstPathRequired_ps": 1280,
        "timing.rr.start": "cnt[0]",
        "critPathArrivalTime_ps": 1210,
        "crit_buf_inv": 1,
        "critPathCapture": "cnt[2]",
        "worst-r2r-cell-count": 4,
        "cp_num_cells": 1,
        "crit_path_cell_trace": "clkdlybuf4s50_1",
        "rr_endpoint": "state[1]",
        "max_stage_delay_cell_worst_path": "clkdlybuf4s50_1",
        "critical_path.top_delay_family": "buffers and inverters",
        "critPathKind": "register to output port",
        "critPathLaunchType": "register",
        "critPathLaunch": "cnt[2]",
        "crit_path_max_fo": 7,
    },
    "synth": {
        "yosys.area.top_type_share_pct": 37.8,
        "ys.flops": 6,
        "count_of_synthesis_stage_warnings_from_yosys": 1,
        "top_cells_by_area": "edfxtp_1 (38%), dfxtp_1 (13%), ha_1 (12%)",
        "synth_dominant_cell_count": "inv_1",
        "synth_top_flop_cell": "edfxtp_1",
        "postSynthAreaPerCell_um2": 12.7,
        "flip_flops_with_a_built_in_enable": 4,
        "synth_chip_area_um2": 318,
        "ys_top_cells_by_count": "inv_1 (5), edfxtp_1 (4), ha_1 (3)",
        "synthArstFlopShare_pct": 0,
        "yosys_cells": 25,
        "yosysTopAreaCell": "edfxtp_1",
        "post_synth_inst_count": 25,
        "synth.cell_area_um2": 318,
        "synth.distinct_cells": 15,
        "synth-seq-area-share_pct": 50.4,
    },
    "clocking": {
        "cts_sinks": 6,
        "cts_made_buffers": 3,
        "cts-hold-fix-buffers": 0,
        "worst_skew_pair.late_latency_ps": 240,
        "cts-root-to-sink-buffers": 2,
        "clock_root_buffer": "clkbuf_4",
        "cts.repair.resized": 0,
        "cts.repair_timing.setup_buffer_count": 0,
        "cts_tree": "done",
        "clkSlewWorstSetupHoldPaths_ps": 40,
        "cts-htree-levels": 1,
    },
    "floorplan": {
        "dieArea_um2": 6400,
        "core_area_um2": 3420,
        "initCoreUtil_pct": 9.30,
        "num_rows": 21,
        "die-height_um": 80,
        "fp.dieW_um": 80,
        "ios": 8,
    },
    "detailed_routing": {
        "diodes": 0,
        "drt-wirelength-per-cell_um": 8.43,
        "drt_drc_violations_left": 0,
        "number_of_vias_in_the_routed_layout": 229,
        "vias_cell": 2.76,
        "drt_iter0_drc": 4,
        "finalWirelength_um": 700,
        "detailed_router_iteration_count_before_antenna_repair": 4,
        "antenna_violating_nets_post_route": 0,
    },
    "flow_run": {
        "max_capacitance_violation_count": 0,
        "openroad_warnings": 27,
    },
    "layout": {
        "areaGrowthSynthToFinish_pct": 50.8,
        "layout-drive-gt1-share_pct": 16.2,
    },
    "hold_path": {
        "worst_hold_path_type": "register to register",
        "hold_path.startpoint": "state[0]",
    },
}
## worst reg2reg max path: stages (launching register included)
cell       delay (ps)
edfxtp_1          450
inv_1             110
ha_1              180
nand4bb_1         120
a32o_1            270
## how the worst min path moves through the flow
stage	to	slack (ps)	depth (start not counted)
after CTS	state[0]	540	2
after global routing	state[0]	570	2
final	state[0]	540	2
## logic make-up after synthesis
kind of cell / share of synthesized area [%]
buf+inv: 5.91
compound gates: 11.0
simple gates: 15.4
fa+ha+maj: 11.8
flops: 50.4
xor+xnor: 5.51
## per-stage QoR
| stage | cells | cell area (um^2) | util (%) | worst slack, ps |
|---|---|---|---|---|
| finish | 83 | 479 | 14.0 | 70.7 |
| global route | 83 | 479 | 14.0 | 11.5 |
| floorplan | 25 | 318 | - | 497 |
| global placement | 78 | 445 | 13.0 | 146 |
| CTS | 82 | 472 | 13.8 | 42.2 |
| detailed placement | 78 | 445 | 13.0 | 125 |
## registers in the layout (all words and copies together), names as in the netlist
name and count:
cnt 4, state 2
## layout by cell type, fill, tap and decap left out, types with 2 or more instances in the layout
cell and instances:
clkdlybuf4s50_1 7, inv_1 5, edfxtp_1 4, ha_1 3
clkbuf_4 3, dfxtp_1 2
## layer usage
layer  wire length (um)  vias up
li1                   -      114
met1                278      108
met2                350        5
met3                 54        2
met4                 17        0
met5                  0        -
## power by group through the flow
stage     registers, uW  clock network (uW)  logic (uW)
4_1_cts             202                 156        58.3
5_1_grt             200                 168        72.5
6_report            198                 150        65.0
## final cells by class
cell class,count,area (um^2)
Clock buffer,4,26.3
Fill cell,386,2940
Inverter,5,18.8
Multi-Input combinational cell,14,139
Sequential cell,6,160
Tap cell,46,57.6
Timing Repair Buffer,8,77.6
Power and IR drop assume default switching activity.
